==> design.v <==
module alu #(parameter WIDTH = 32) (
    input [WIDTH-1:0] a, b,
    input [2:0] ALUControl,
    output reg [WIDTH-1:0] Result,
    output Zero,
    input funct7b6, funct3_bit
);
always @(*) begin
    case(ALUControl)
        3'b000: Result = a + b;  
        3'b001: Result = a - b;  
        3'b010: Result = a & b;  
        3'b011: Result = a | b;  
        3'b100: Result = a << b[4:0];  
        3'b101: case (funct3_bit)
            1'b0:begin 
                if(a[31]!= b[31]) Result = a[31] ?1:0; 
                else Result = (a < b) ? 1:0;
            end 
            1'b1: Result <= (a < {20'b0, b[11:0]}) ? 1 : 0;  
                endcase
        3'b110: begin
            if(funct7b6) Result = a >> b[4:0];  
            else Result = a >>> b[4:0];  
        end
        3'b111: Result = a ^ b;  
        default: Result = 32'b0;
        endcase
end
assign Zero = (Result == 0)?1:0;
endmodule
module alu_decoder (
    input            opb5,
    input [2:0]      funct3,
    input            funct7b5,
    input [1:0]      ALUOp,
    output reg [2:0] ALUControl
);
always @(*) begin
    case (ALUOp)
        2'b00: ALUControl = 3'b000;              
        2'b01: ALUControl = 3'b001;              
        2'b10: begin case (funct3)  
                3'b000: begin
                    if   (funct7b5 & opb5) ALUControl = 3'b001;  
                    else                   ALUControl = 3'b000;  
                end
                3'b001:  ALUControl = 3'b100; 
                3'b010:  ALUControl = 3'b101;  
				3'b011:  ALUControl = 3'b101;  
                3'b100:  ALUControl = 3'b111; 
				3'b101:  ALUControl = 3'b110;  
                3'b110:  ALUControl = 3'b011;  
                3'b111:  ALUControl = 3'b010;  
                default: ALUControl = 3'bxxx;  
            endcase
        end
    endcase
end
endmodule
module adder #(parameter WIDTH = 32) (
    input       [WIDTH-1:0] a, b,
    output      [WIDTH-1:0] sum
);
assign sum = a + b;
endmodule
module reset_ff #(parameter WIDTH = 32) (
    input       clk, rst,
    input       [WIDTH-1:0] d,
    output reg  [WIDTH-1:0] q
);
always @(posedge clk or posedge rst) begin
    if (rst) q <= 0;
    else     q <= d;
end
endmodule
module mux2 #(parameter WIDTH = 32) (
    input       [WIDTH-1:0] d0, d1,
    input       sel,
    output      [WIDTH-1:0] y
);
assign y = sel ? d1 : d0;
endmodule
module mux4 #(parameter WIDTH = 32) (
    input       [WIDTH-1:0] d0, d1, d2, d3,
    input       [1:0] sel,
    output      [WIDTH-1:0] y
);
assign y = sel[1] ? (sel[0] ? d3 : d2) : (sel[0] ? d1 : d0);
endmodule
module controller (
    input [6:0]  op,
    input [2:0]  funct3,
    input        funct7b5,
    input        Zero,ALUR31,
    output       [1:0] ResultSrc,
    output       MemWrite,
    output       PCSrc, ALUSrc,
    output       RegWrite, Jump, jalr,
    output [1:0] ImmSrc,
    output [2:0] ALUControl
);
wire [1:0] ALUOp;
wire       Branch;
main_decoder    md (op, funct3,Zero,ALUR31,ResultSrc, MemWrite, Branch,
                    ALUSrc, RegWrite, Jump,jalr, ImmSrc, ALUOp);
alu_decoder     ad (op[5], funct3, funct7b5, ALUOp, ALUControl);
assign PCSrc = Branch | Jump;
endmodule
	module datapath(
    input         clk, reset,
    input [1:0]   ResultSrc,
    input         PCSrc, ALUSrc,
    input         RegWrite,
    input [1:0]   ImmSrc,
    input [2:0]   ALUControl,
	 input         jalr,
    output        Zero,ALUR31,
    output [31:0] PC,
    input  [31:0] Instr,
    output [31:0] Mem_WrAddr, Mem_WrData,
    input  [31:0] ReadData,
    output [31:0] Result,SrcA,SrcB
);
wire [31:0] PCPlus4, PCTarget, PCNext,WriteData,ImmExt,ALUResult;
wire [31:0] Auipc,lAuipc,rs1,rs2,rd,PCjalr;
mux2  pcmux(PCPlus4, PCTarget, PCSrc, PCNext);
mux2 jalrmux(PCNext, ALUResult, jalr, PCjalr);
reset_ff pcff(clk, reset,PCjalr,PC);
adder pcadd4(PC, 32'd4, PCPlus4);
reg_file  rf (clk, RegWrite, rs1, rs2, rd, Result, SrcA, WriteData);
imm_extend imm( Instr[31:7], ImmSrc,ImmExt);
adder pcaddbranch(PC, ImmExt, PCTarget);
mux2  srcbmux(WriteData, ImmExt, ALUSrc, SrcB);
alu alu( SrcA, SrcB, ALUControl, ALUResult, Zero, Instr[30], Instr[12]);
adder auipcadder({Instr[31:12],12'b0},PC,Auipc);
mux2 luipcmux({Instr[31:12],12'b0},Auipc,Instr[5],lAuipc);
mux4 Resmux(ALUResult, ReadData, PCPlus4,lAuipc, ResultSrc, Result);
assign Mem_WrAddr = ALUResult;
assign Mem_WrData = WriteData;
assign ALUR31 = ALUResult[31];
assign rs1 = Instr[19:15];
assign rs2 = Instr[24:20];
assign rd = Instr[11:7];
endmodule
module imm_extend (
    input  [31:7]     instr,
    input  [ 1:0]     immsrc,
    output reg [31:0] immext
);
always @(*) begin
case (immsrc)
    2'b00: immext = {{20{instr[31]}}, instr[31:20]};
    2'b01: immext = {{20{instr[31]}}, instr[31:25], instr[11:7]};
    2'b10: immext = {{20{instr[31]}}, instr[7], instr[30:25], instr[11:8], 1'b0};
    2'b11: immext = {{12{instr[31]}}, instr[19:12], instr[20], instr[30:21], 1'b0};
    default:immext = 32'bx; 
endcase    
end
endmodule
module main_decoder (
    input  [6:0] op,
	 input  [2:0] funct3,
	 input        Zero,ALUR31,
    output [1:0] ResultSrc,
    output       MemWrite, Branch, ALUSrc,
    output       RegWrite, Jump,jalr,
    output [1:0] ImmSrc,
    output [1:0] ALUOp
);
reg [10:0] controls;
reg Takebranch;
always @(*) begin
    Takebranch = 0;
    casez (op)
        7'b0000011: controls = 11'b1_00_1_0_01_00_0_0;  
        7'b0100011: controls = 11'b0_01_1_1_00_00_0_0;  
        7'b0110011: controls = 11'b1_xx_0_0_00_10_0_0;  
        7'b1100011: begin  
		  controls = 11'b0_10_0_0_00_01_0_0; 
		  case(funct3)
		  3'b000: Takebranch =Zero; 
		  3'b001: Takebranch =!Zero; 
		  3'b111: Takebranch =!ALUR31; 
		  3'b101: Takebranch =!ALUR31; 
		  3'b100: Takebranch =ALUR31; 
		  3'b110: Takebranch =ALUR31; 
		  endcase
		  end
        7'b0010011: controls = 11'b1_00_1_0_00_10_0_0;  
		7'b0?10111: controls = 11'b1_xx_x_0_11_xx_0_0;   
		7'b1100111: controls = 11'b1_00_1_0_10_00_0_1;   
        7'b1101111: controls = 11'b1_11_0_0_10_00_1_0;  
        default:    controls = 11'bx_xx_x_x_xx_xx_x_x;  
    endcase
end
assign Branch = Takebranch;
assign {RegWrite, ImmSrc, ALUSrc, MemWrite, ResultSrc, ALUOp, Jump,jalr} = controls;
endmodule
module reg_file #(parameter DATA_WIDTH = 32) (
    input       clk,
    input       wr_en,
    input       [4:0] rd_addr1, rd_addr2, wr_addr,
    input       [DATA_WIDTH-1:0] wr_data,
    output      [DATA_WIDTH-1:0] rd_data1, rd_data2
);
reg [DATA_WIDTH-1:0] reg_file_arr [0:31];
integer i;
initial begin
    for (i = 0; i < 32; i = i + 1) begin
        reg_file_arr[i] = 0;
    end
end
always @(posedge clk) begin
    if (wr_en) reg_file_arr[wr_addr] <= wr_data;
end
assign rd_data1 = ( rd_addr1 != 0 ) ? reg_file_arr[rd_addr1] : 0;
assign rd_data2 = ( rd_addr2 != 0 ) ? reg_file_arr[rd_addr2] : 0;
endmodule
module riscv_cpu (
    input         clk, reset,
    output [31:0] PC,
    input  [31:0] Instr,
    output        MemWrite,
    output [31:0] Mem_WrAddr, Mem_WrData,
    input  [31:0] ReadData,
    output [31:0] Result
);
wire        funct7b5,ALUSrc, RegWrite, Jump, jalr,Zero,ALUR31;
wire [1:0]  ResultSrc, ImmSrc;
wire [2:0]  ALUControl,funct3;
controller  c   (Instr[6:0], funct3, funct7b5, Zero,ALUR31,
                ResultSrc, MemWrite, PCSrc, ALUSrc, RegWrite, Jump,jalr,
                ImmSrc, ALUControl);
datapath    dp  (clk, reset, ResultSrc, PCSrc,
                ALUSrc, RegWrite, ImmSrc, ALUControl,jalr,
                Zero, ALUR31,PC, Instr, Mem_WrAddr, Mem_WrData, ReadData, Result);
assign funct3 = Instr[14:12];
assign funct7b5 = Instr[30];
endmodule
==> run.sh <==
#!/bin/bash
# OpenROAD 26Q1-2900-gdf79404cd8, Yosys 0.63+post, stock flow scripts
make -C /OpenROAD-flow-scripts/flow DESIGN_CONFIG=/design/flow/config.mk WORK_HOME=/design/flow/orfs finish
==> config.mk <==
export PLATFORM = sky130hd
export DESIGN_NAME = riscv_cpu
export DESIGN_NICKNAME = riscv_cpu
export VERILOG_FILES = /design/flow/design.v
export SDC_FILE = /design/flow/constraint.sdc
export NUM_CORES = 4
export LEC_CHECK = 1
export CORE_UTILIZATION = 30
==> constraint.sdc <==
current_design riscv_cpu

set clk_period 46.5
set clk_io_pct 0.2

create_clock -name clk0 -period $clk_period [get_ports {clk}]

set non_clock_inputs [all_inputs -no_clocks]
set_input_delay [expr $clk_period * $clk_io_pct] -clock clk0 $non_clock_inputs
set_output_delay [expr $clk_period * $clk_io_pct] -clock clk0 [all_outputs]
==> summary.txt <==
yosys + openroad results -> crit path time final=28,000 ps, WP data arrival=18,700 ps, clock edge transition at the registers on the reported setup and hold paths=90 ps, critical path class=input pin to output pin, initial antenna violation count=18, count of tool warnings=93, measured slew at the worst slew-check pin=1180 ps, post-cts resize count=0, Root Driver=clkbuf_16, Final Hold Viols=0, vias=46,200, Floorplan Utilization=0.302, H-tree depth=3, # DRC=0, Synth cell types=112, DRT Wirelength=265 mm, Clk pwr share=0.311, Cell Count, Final, Fillers Out=7,718, Worst setup EP type=output pin, num rows=167, adder-cell share of the synthesized area=0.0315, Final Max Slew Viols=0, mux cell area share after synthesis=0.228, die extent in y=459 um, placed cell count=7,510, vias in the first global route=47,900, endpoints left unconstrained=3, share of layout cells above drive strength 1=0.217, main flop type=edfxtp_1, Sw Ratio=0.329, list of most frequent post-synthesis cells=1,024 x edfxtp_1, 470 x mux4_2, 333 x mux2i_1, # hold bufs at CTS=0, DR iter-0 viols=4,345, Top cells by area=edfxtp_1 49%, mux4_2 17%, mux2i_1 5.3%, ha_1 3.0%, a21oi_1 1.9%, number of enable flip-flop cells=1,024, count leader, synth=edfxtp_1, P_sw=904 uW, yosys cell count=4,634, Fmax=35.7 MHz, yosys xor share=0.0132, hold_ws=721 ps, postcts setup bufs=0, total of warnings raised by yosys=10, Syn-to-layout area delta=15.3%, status=completed, Mapped Cells=4,634, Final setup violation count=0, Crit path required time=37,200 ps, WL/cell=34.4 um, Max-Cap Viols=0, DIE AREA=210,000 um2, first-pass GRT wire length=368 mm, io pins=195, PortBufs=194, Via-to-Cell Ratio=5.98, Synth Area per Inst=13.5 um2, CTS tree=yes, Yosys Chip Area=62,600 um2, total track usage=0.264, fillers=19,900, largest net degree at the start of global routing=84, fraction of registers with async set/reset=0.0302, core region area=207,000 um2, simple share=0.0776, RSZ-0062 raised after global routing=false, Slew HR=0.207, Largest logic family=multiplexers, Int Power=1840 uW, Detail Route Antenna Nets=0, crit-path max FO=49, Setup TNS=0 ps, peak supply drop=0.0332 mV, largest area contributor in the netlist=edfxtp_1, grt total ovfl=0, Worst setup SP type=input pin, routability cong.=1.12, Die W=459 um, power per standard cell area=38.1 nW/um2, Final period util=0.602, aoi share=0.110, clock latency (worst-skew pair)=780 ps, Registers, synthesis=1,059, share of power burned in registers=0.407, Lkg Pwr=0.0244 uW, Cell Area, Synth=62,600 um2, final clock skew=86.1 ps, post-DP HPWL=184 mm, cts bufs inserted=109, Pre-antenna DRT Iters=8, count of unclocked register or latch pins=3, combinational power share=0.282, worst min-delay path category=register to register, maximum clock path buffer count=3, area share, top type=0.491
-- cell type report --
type                    instances  area (um2)  share of cell area
flip-flops and latches       1059       31600               0.438
multi-input cells            3096       29300               0.406
repair buffers                436        3790              0.0525
well taps                    2788        3490              0.0484
clock buffers                 124        2780              0.0386
clock inverters                75         674             0.00935
inverters                     131         492             0.00682
diodes                          9        22.5            0.000312
-- metrics by stage --
| stage | cell area [um2] | utilization | total power, uW | setup slack [ps] |
|---|---|---|---|---|
| after floorplan | 62600 | - | 1560 | 20370 |
| after global placement | 68700 | 0.331 | 1890 | 18750 |
| after detailed placement | 68700 | 0.331 | 1880 | 18650 |
| after CTS | 72100 | 0.348 | 2730 | 18630 |
| after global routing | 72100 | 0.348 | 2840 | 18080 |
| final | 72100 | 0.348 | 2750 | 18500 |
-- state kept, by name, indices dropped and copies added (netlist names) --
signal	cells
dp.rf.reg_file_arr	1024
dp.pcff.q	32
c.ad.ALUControl	3
-- path summary, 6_finish.rpt --
path                                       endpoint                               start  slack [ps]  depth (start not counted)
min                        dp.pcff.q[0]$_DFFE_PP0P_            dp.pcff.q[0]$_DFFE_PP0P_         720                          1
max reg2reg                dp.pcff.q[1]$_DFFE_PP0P_  dp.rf.reg_file_arr[1][0]$_DFFE_PP_       37050                         30
max in group asynchronous   dp.pcff.q[20]$_DFF_PP0_                               reset       37130                          3
min in group asynchronous    dp.pcff.q[4]$_DFF_PP0_                               reset        9000                          3
max                                      Result[31]                           Instr[16]       18500                         27
min reg2reg                dp.pcff.q[0]$_DFFE_PP0P_            dp.pcff.q[0]$_DFFE_PP0P_         720                          1
-- cell usage in the layout (no fill, tap or decap), types with 21 or more instances in the layout --
cell             Yosys  final
nor2_1             272    237
xnor2_1             59     59
xor2_1              35     35
o21ai_0            155    127
o211ai_1            56     56
o21ai_2              1     23
a211o_1             23     22
a211oi_1            49     48
buf_4               18    242
nor2b_1             34     31
nand2_1            251    249
mux2i_1            333    333
mux4_2             470    470
a22oi_1            123    123
a21oi_1            239    236
clkdlybuf4s50_1      0    183
and2_1              24     24
nand4_1             31     31
nand3_1             94     94
a21o_1              46     46
mux2_2              29     29
ha_1               151    151
inv_1              121    121
edfxtp_1          1024   1024
nand2b_1            27     27
clkinv_1             1     28
o22ai_1            100     97
clkinv_2             0     23
and3_1              41     41
nor2_4               1     34
dfrtp_1             32     32
nor3_1              78     78
clkbuf_16            0    109
a31oi_1             29     28
or3_1               21     21
-- cells by family (layout without fill, tap and decap cells) --
group | count (synthesis) | in the layout
latches | 3 | 3
buffers and inverters | 479 | 766
xor gates and xnor gates | 94 | 94
muxes | 833 | 833
DFF | 1056 | 1056
and+or+nand+nor | 981 | 981
adders and majority gates | 155 | 155
AOI/OAI and AO/OA | 1033 | 1033
other | 0 | 9
-- power by group through the flow --
stage     logic (uW)  clock network [uW]  registers, uW
4_1_cts          751                 866           1120
5_1_grt          818                 898           1120
6_report         774                 854           1120
-- critical path, stage by stage --
cell,delay (ps)
buf_8,420
buf_4,690
buf_4,680
buf_4,620
mux2i_1,280
a22oi_1,110
nand4_1,140
nand4_1,600
ha_1,590
nor2b_1,180
o211ai_1,190
a311oi_1,520
o31ai_1,220
o31a_1,350
o31ai_1,640
o211ai_1,230
a21oi_1,190
o21bai_1,100
or3b_2,200
a21boi_1,50
a311oi_1,670
buf_4,270
inv_1,80
o22ai_1,190
o21ai_2,180
buf_4,310
clkdlybuf4s50_1,520
-- per-layer routing --
layer / vias to the layer above / GRT usage / share of wire
li1: 19100 / - / -
met1: 22700 / 0.296 / 0.33
met2: 3670 / 0.369 / 0.43
met3: 646 / 0.193 / 0.18
met4: 22 / 0.136 / 0.066
met5: - / 0.0266 / 0.0023
Power and IR drop assume default switching activity.
