[/design/flow/run.sh]
#!/bin/bash
# OpenROAD 26Q1-2900-gdf79404cd8, Yosys 0.63+post, stock flow scripts
make -C /OpenROAD-flow-scripts/flow DESIGN_CONFIG=/design/flow/config.mk WORK_HOME=/design/flow/orfs finish
[/design/flow/config.mk]
export PLATFORM = sky130hd
export DESIGN_NAME = data_mem
export DESIGN_NICKNAME = data_mem
export VERILOG_FILES = /design/flow/design.v
export SDC_FILE = /design/flow/constraint.sdc
export NUM_CORES = 4
export LEC_CHECK = 1
export CORE_UTILIZATION = 30
[/design/flow/constraint.sdc]
current_design data_mem

set clk_period 23.6
set clk_io_pct 0.2

create_clock -name clk0 -period $clk_period [get_ports {clk}]

set non_clock_inputs [all_inputs -no_clocks]
set_input_delay [expr $clk_period * $clk_io_pct] -clock clk0 $non_clock_inputs
set_output_delay [expr $clk_period * $clk_io_pct] -clock clk0 [all_outputs]
[/design/flow/design.v]
module data_mem #(
    parameter DATA_WIDTH = 32,ADDR_WIDTH = 32,MEM_SIZE = 64
) (
    input clk,wr_en,
    input [2:0] funct3,
    input [ADDR_WIDTH-1:0] wr_addr,
    input [DATA_WIDTH-1:0] wr_data,
    output reg [DATA_WIDTH-1:0] rd_data_mem
);
reg [DATA_WIDTH-1:0] data_ram[0:MEM_SIZE-1];
wire [ADDR_WIDTH-1:0] word_addr = wr_addr[ADDR_WIDTH-1:2] % 64;
always @(posedge clk) begin
    if (wr_en) begin
        case (funct3)
            3'b000:   begin 
                data_ram[word_addr][7:0] <= wr_data[7:0];
            end
            3'b001: begin 
                data_ram[word_addr][15:0] <= wr_data[15:0];
            end
            3'b010:   begin 
                data_ram[word_addr] <= wr_data;
            end
        endcase 
        end
        end
always @(*) begin
    case (funct3)
        3'b000:rd_data_mem = {{24{data_ram[word_addr][7]}},data_ram[word_addr][7:0]};
        3'b001:rd_data_mem = {{16{data_ram[word_addr][15]}},data_ram[word_addr][15:0]};
        3'b010:rd_data_mem = data_ram[word_addr];
        3'b100:rd_data_mem = {24'b0,data_ram[word_addr][7:0]};
        3'b101:rd_data_mem = {16'b0,data_ram[word_addr][15:0]};
    endcase
end
endmodule    
==> qor.csv <==
metric,value,unit
status,completed,
worst stage delay on the critical path,880,ps
GR met2 Demand/Resource,29.9,%
"Hold-fix buffers, CTS",0,
floorplan utilization,30.2,%
total power consumption of the routed design,7.50,mW
total length of routed wires,255,mm
number of library cell types mapped by synthesis,79,
main flop type,sky130_fd_sc_hd__edfxtp_1,
post-placement cell area,85000,um2
fill cell instance count of the final layout,24300,
maximum number of pins on one net before global-route repair,96,
share of the cycle needed by the critical path after routing,35.0,%
Final ANT Viol Nets,0,
worst-path cell chain,"buf_8, buf_4, nor3b_2, buf_4, buf_4, nand2_1, nor2_1",
CORE AREA,263000,um2
total leakage power,28.3,nW
first-pass GRT wire length,355,mm
termination of the worst setup path,data_ram[4][4]$_DFFE_PP_,
gr ovfl total,0,
Max Clock Freq,0.121,GHz
TritonCTS clock tree,done,
count of endpoints failing hold in the final timing report,0,
DIE HEIGHT,516,um
type of the setup path with the least slack,input port to flip-flop,
cell-internal power,5.83,mW
reported max-cap violation count,0,
setup_tns,0,ps
number of antenna violations at the first check in global routing,16,
pwr dens,82.2,nW/um2
total CTS buffers,194,
post-CTS resize count,0,
kind of end point of the critical path,flip-flop,
number of rows in the core area,188,
number of register pins that no clock reaches,32,
pin slew with the least headroom to its limit,1240,ps
worst hold margin,4190,ps
required time of the worst setup path,24080,ps
number of standard cells after synthesis,4443,
chip area estimate from yosys synthesis,79300,um2
clock slew at reported path FFs,60,ps
setup repair after global routing missed its margin,false,
post-CTS setup buffer count,0,
combinational share of power,5.6,%
crit path max fanout,46,
area of the mapped netlist,79300,um2
endpoints left unconstrained,64,
tightest slew margin relative to the limit,17.3,%
shortest clock period the worst path allows after layout,8250,ps
global routing met1 resource utilization,20.7,%
number of logged tool warnings,52,
async set-reset flop share out of synthesis,0,%
number of global-route vias before repair,46900,
via count of the routed design,45000,
area added between synthesis and finish,15.0,%
ys flops,2080,
setup violators final,0,
peak supply drop,0.0873,mV
number of detailed-route iterations in the first pass,8,
portion of synthesized cell area occupied by the leading cell type,77.5,%
last weighted congestion value of the routability-driven placer,0.949,
Top Usage Layer GRT,met2,
Horiz. Die Dim,516,um
proportion of layout cells with a drive suffix above 1,18.5,%
Sw Ratio,22.3,%
die area,266000,um2
slowest cell on the critical path,sky130_fd_sc_hd__nor2_1,
yosys cell count,4443,
port buffer count,74,
Critical Path Source,wr_addr[4],
most repeated library cell on the critical path,sky130_fd_sc_hd__buf_4,
post-route core utilization,34.7,%
path category of the worst min-delay check,input port to flip-flop,
drt first-iter violations,3591,
Remaining DRCs,0,
vias per cell,5.38,
drt wl/cell,30.5,um
commonest cells in the synthesized netlist,"sky130_fd_sc_hd__edfxtp_1, sky130_fd_sc_hd__nor2_1, sky130_fd_sc_hd__a22oi_1, sky130_fd_sc_hd__nand2_1, sky130_fd_sc_hd__mux2i_1",
Sequential Power Share,53.6,%
top cell type by total area after synthesis,sky130_fd_sc_hd__edfxtp_1,
gr usage total,20.4,%
critical path startpoint category,input port,
Yosys Warn Count,1,
switching power,1.67,mW
proportion of power drawn by the clock network,40.7,%
Clk Tree Root Cell,sky130_fd_sc_hd__clkbuf_16,
count of boundary I/O pins,101,
arrival time of data at the critical path endpoint,8730,ps
DP HPWL,151,mm
post-synthesis cell type with the largest instance count,sky130_fd_sc_hd__edfxtp_1,
H-tree depth reported by CTS,4,
post-synth tally of flip-flops with integrated enable,2048,
mean cell area of the mapped netlist,17.9,um2
"top cells, area","sky130_fd_sc_hd__edfxtp_1, sky130_fd_sc_hd__mux2i_1, sky130_fd_sc_hd__a22oi_1",
max-slew violation count,0,
M3 GR Usage,17.2,%
Final Cell Area,91200,um2
CTS max path bufs,3,
-- sequential cells by signal, summed over array words and instances, names as in the netlist --
signal / flops
data_ram: 2048
rd_data_mem: 32
-- layout make-up --
| cell class | count | area, um2 | share of cell area [%] |
|---|---|---|---|
| Clock buffer | 249 | 5060 | 5.55 |
| Timing Repair Buffer | 345 | 2650 | 2.91 |
| Tap cell | 3515 | 4400 | 4.82 |
| Clock inverter | 105 | 1140 | 1.25 |
| Antenna cell | 8 | 20.0 | 0.0220 |
| Multi-Input combinational cell | 2055 | 15900 | 17.5 |
| Inverter | 5 | 23.8 | 0.0261 |
| Sequential cell | 2080 | 62000 | 68.0 |
-- through the flow --
stage                     setup WS, ps  instances
final                            15350       8362
after global routing             15280       8356
after CTS                        15530       8354
after detailed placement         14620       8000
after global placement           14640       8000
after floorplan                  16200       4443
-- kinds of logic (layout without fill, tap and decap cells) --
| group | Yosys count | in the layout | share of synthesized area, % |
|---|---|---|---|
| AOI/OAI and AO/OA | 1009 | 1009 | 9.54 |
| DFF | 2048 | 2048 | 77.5 |
| xor gates and xnor gates | 1 | 1 | 0.0110 |
| and+or+nand+nor | 610 | 610 | 3.31 |
| buffers and inverters | 308 | 704 | 2.14 |
| other | 0 | 8 | 0 |
| muxes | 435 | 435 | 6.87 |
| latches | 32 | 32 | 0.606 |
-- critical path, delay by kind of cell --
family / cells / cell delay [ps]
buf+inv: 4 / 2130
simple gates: 3 / 1720
-- worst min-delay path by stage --
stage	from	endpoint	slack [ps]	cells after the start
final	wr_data[19]	data_ram[16][19]$_DFFE_PP_	4190	1
after global routing	wr_data[19]	data_ram[16][19]$_DFFE_PP_	4170	1
after CTS	wr_data[19]	data_ram[16][19]$_DFFE_PP_	4140	1
-- cells in the final DEF (no fill, tap or decap), types with 24 or more instances in the layout --
| cell | synthesis | final |
|---|---|---|
| sky130_fd_sc_hd__edfxtp_1 | 2048 | 2048 |
| sky130_fd_sc_hd__buf_4 | 33 | 268 |
| sky130_fd_sc_hd__a22oi_1 | 248 | 248 |
| sky130_fd_sc_hd__nor2_1 | 295 | 226 |
| sky130_fd_sc_hd__clkbuf_16 | 0 | 194 |
| sky130_fd_sc_hd__mux2i_1 | 187 | 187 |
| sky130_fd_sc_hd__nand2_1 | 189 | 186 |
| sky130_fd_sc_hd__a221oi_1 | 181 | 181 |
| sky130_fd_sc_hd__mux2_2 | 156 | 156 |
| sky130_fd_sc_hd__a21oi_1 | 128 | 128 |
| sky130_fd_sc_hd__o21ai_0 | 78 | 78 |
| sky130_fd_sc_hd__a221o_1 | 71 | 71 |
| sky130_fd_sc_hd__mux4_2 | 69 | 69 |
| sky130_fd_sc_hd__nor2_2 | 0 | 67 |
| sky130_fd_sc_hd__o22ai_1 | 62 | 62 |
| sky130_fd_sc_hd__clkbuf_1 | 87 | 55 |
| sky130_fd_sc_hd__a22o_1 | 54 | 54 |
| sky130_fd_sc_hd__clkinv_1 | 1 | 47 |
| sky130_fd_sc_hd__a31oi_1 | 45 | 45 |
| sky130_fd_sc_hd__clkdlybuf4s50_1 | 0 | 36 |
| sky130_fd_sc_hd__buf_2 | 130 | 35 |
| sky130_fd_sc_hd__dlxtn_1 | 32 | 32 |
| sky130_fd_sc_hd__a222oi_1 | 29 | 29 |
| sky130_fd_sc_hd__clkinv_2 | 0 | 24 |
-- power by group through the flow --
stage         clock network (mW)  registers, mW  logic [mW]
CTS                         3.09           4.02       0.417
global route                3.22           4.02       0.443
finish                      3.05           4.02       0.423
-- routing by layer --
| layer | vias up | wire length (um) |
|---|---|---|
| met5 | - | 516 |
| met4 | 28 | 13900 |
| met3 | 621 | 47400 |
| met2 | 3300 | 115000 |
| met1 | 22300 | 78200 |
| li1 | 18700 | - |
Power and IR drop assume default switching activity.
